===== flow/config.mk =====
export PLATFORM = sky130hd
export DESIGN_NAME = tx
export DESIGN_NICKNAME = tx
export VERILOG_FILES = /design/flow/design.v
export SDC_FILE = /design/flow/constraint.sdc
export NUM_CORES = 4
export LEC_CHECK = 1
export CORE_AREA = 10 10 91 91
export DIE_AREA = 0 0 101 101

===== flow/constraint.sdc =====
current_design tx

set clk_period 4.0
set clk_io_pct 0.2

create_clock -name clk0 -period $clk_period [get_ports {clk}]

set non_clock_inputs [all_inputs -no_clocks]
set_input_delay [expr $clk_period * $clk_io_pct] -clock clk0 $non_clock_inputs
set_output_delay [expr $clk_period * $clk_io_pct] -clock clk0 [all_outputs]

===== flow/design.v =====
`timescale 1ns/1ps
module shift_register #(parameter WIDTH = 8) (
    input wire clk,
    input wire rst_n,
    input wire load,
    input wire shift_en,
    input wire [WIDTH-1:0] parallel_in,
    input wire serial_in,
    output wire [WIDTH-1:0] parallel_out,
    output wire serial_out
);
    reg [WIDTH-1:0] shift_reg;
    always @(posedge clk or negedge rst_n) begin
        if (!rst_n) begin
            shift_reg <= {WIDTH{1'b1}};  
        end else if (load) begin
            shift_reg <= parallel_in;
        end else if (shift_en) begin
            shift_reg <= {serial_in, shift_reg[WIDTH-1:1]};
        end
    end
    assign parallel_out = shift_reg;
    assign serial_out = shift_reg[0];  
endmodule
`timescale 1ns/1ps
module tx (
    input wire clk,
    input wire rst_n,
    input wire start_tx,
    input wire [7:0] data_in,
    input wire parity_type,
    input wire parity_en,
    input wire stop_bits,
    input wire data_width,
    output wire serial_out,
    output wire parity_bit,
    output wire tx_done
);
    wire load_w;
    wire shift_en_w;
    wire reset_fd_w;
    wire stop_bit_done_w;
    reg [3:0] bit_counter;
    reg [3:0] total_bits;
    always @(*) begin
        total_bits = 1 + (data_width ? 8 : 7) + (parity_en ? 1 : 0) + (stop_bits ? 2 : 1);
    end
    always @(posedge clk or negedge rst_n) begin
        if (!rst_n) begin
            bit_counter <= 0;
        end else begin
            if (load_w) begin
                bit_counter <= 0;
            end else if (shift_en_w) begin
                bit_counter <= bit_counter + 1;
            end
        end
    end
    assign stop_bit_done_w = (bit_counter >= total_bits);
    tx_uc u_control_unit (
        .clk(clk),
        .rst_n(rst_n),
        .start_tx(start_tx),
        .stop_bit_done(stop_bit_done_w),
        .reset_fd(reset_fd_w), 
        .load(load_w),
        .shift_en(shift_en_w),
        .tx_done(tx_done)
    );
    tx_fd u_data_flow (
        .clk(clk),
        .rst_n(rst_n), 
        .load(load_w),
        .data_in(data_in),
        .shift_en(shift_en_w),
        .parity_type(parity_type),
        .parity_en(parity_en),
        .stop_bits(stop_bits),
        .data_width(data_width),
        .serial_out(serial_out),
        .parity_bit(parity_bit)
    );
endmodule
`timescale 1ns/1ps
module tx_fd(
    input wire clk,
    input wire rst_n,
    input wire load,
    input wire [7:0] data_in,
    input wire shift_en,
    input wire parity_type,
    input wire parity_en,
    input wire stop_bits,
    input wire data_width,
    output wire serial_out,
    output wire parity_bit
);
    localparam MAX_FRAME = 12;
    wire [7:0] payload = data_width ? data_in : {1'b0, data_in[6:0]};
    wire xor8_all = ^data_in; 
    wire p_bit = parity_type ? ~xor8_all : xor8_all;
    assign parity_bit = p_bit;
    reg [MAX_FRAME-1:0] frame;
    integer idx;  
    always @(*) begin
        frame = {MAX_FRAME{1'b1}};  
        idx = 0;
        frame[idx] = 1'b0;
        idx = idx + 1;
        if (data_width) begin  
            frame[idx +: 8] = payload;
            idx = idx + 8;
        end else begin         
            frame[idx +: 7] = payload[6:0];
            idx = idx + 7;
        end
        if (parity_en) begin
            frame[idx] = p_bit;
            idx = idx + 1;
        end
        frame[idx] = 1'b1;  
        if (stop_bits) begin
            idx = idx + 1;
            frame[idx] = 1'b1;  
        end
    end
    shift_register #(.WIDTH(MAX_FRAME)) sr (
        .clk(clk),
        .rst_n(rst_n),
        .load(load),
        .shift_en(shift_en),
        .parallel_in(frame),
        .serial_in(1'b1),  
        .parallel_out(),   
        .serial_out(serial_out)
    );
endmodule
`timescale 1ns/1ps
module tx_uc(
    input wire clk,
    input wire rst_n,
    input wire start_tx,
    input wire stop_bit_done,
    output reg reset_fd,
    output reg load,
    output reg shift_en,
    output reg tx_done
);
    localparam IDLE  = 2'b00;
    localparam LOAD  = 2'b01;
    localparam SHIFT = 2'b10;
    localparam DONE  = 2'b11;
    reg [1:0] state, next_state;
    always @(posedge clk or negedge rst_n) begin
        if (!rst_n) begin
            state <= IDLE;
        end else begin
            state <= next_state;
        end
    end
    always @(*) begin
        reset_fd = 1'b1;  
        load = 1'b0;
        shift_en = 1'b0;
        tx_done = 1'b0;
        next_state = state;
        case (state)
            IDLE: begin
                reset_fd = 1'b0;  
                if (start_tx) begin
                    reset_fd = 1'b1;  
                    next_state = LOAD;
                end
            end
            LOAD: begin
                load = 1'b1;  
                next_state = SHIFT;
            end
            SHIFT: begin
                shift_en = 1'b1;  
                if (stop_bit_done) begin
                    next_state = DONE;
                end
            end
            DONE: begin
                tx_done = 1'b1;  
                next_state = IDLE;
            end
        endcase
    end
endmodule

===== flow/run.sh =====
#!/bin/bash
# OpenROAD 26Q1-2900-gdf79404cd8, Yosys 0.63+post, stock flow scripts
make -C /OpenROAD-flow-scripts/flow DESIGN_CONFIG=/design/flow/config.mk WORK_HOME=/design/flow/orfs finish

==> run notes <==
run metrics: status=completed, Synth Register Bits=18, DIE AREA=0.0102 mm², Tcrit/Tclk final=0.853, DIE WIDTH=101 µm, Max-Cap Viols=0, internal power=0.322 mW, critical path class=in2out, PostCTS Resize Cnt=0, Cells after DPL=218, Tot Pwr=0.426 mW, Port Buf Inserts=17, synth warn=4, GRT Total Usage=0.0542, hold depth=2, largest net degree at the start of global routing=19, layout cells sized above 1=0.138, Synth area leader=dfstp_2, clock tree buffer depth=2, Overflow after GRT=0, Log Warnings=31, via count=930, Diodes inserted=0, syn avg cell area=9.81 µm², io pins=18, Net Switching=0.104 mW, RD Place Congestion=0.839, max FFs per register=10, YS chip area=0.00123 mm², fmax=293 MHz, initial antenna violation count=0, synthesized cell area=0.00123 mm², Pleak=0.696 nW, first-pass GRT wire length=4600 µm, Worst R2R Path Depth=3, Root Buffer=clkbuf_8, cell area power density=277 mW/mm², Post-Syn Instances=125, max_slew headroom=0.675, Slew Limit Fails=0, Sw Share=0.244, CP Capture Type=output port, CTS tree=yes, clock latency on the worst-skew pair=0.25 ns, setup bufs post-CTS=0, CTS Sinks=18, total detailed-routing wirelength=2600 µm, Synth area leaders=dfstp_2, dfrtp_1, ha_1, worst hold path class=reg2reg, unrepaired setup endpoints after global routing=false, DR pass1 iterations=4, Worst EP arrival=2.61 ns, Top-area cell share=0.236, # Cells Yosys=125, vias in the first global route=974, Highest Signal Layer=met4, Hold Fails Final Rpt=0, VDD IR max=0.000154 V, Unique cell types=33, initial DRC count=48, core region area=0.00635 mm², fp_density=0.193, power share of the clock group=0.300, Setup Skew=0.00287 ns, post-synthesis sequential area ratio=0.379, Std-Cell Rows=29, Layout area overhead=25.3%, Sequential Power Share=0.465, die y size=101 µm, Worst-path clk slew=0.07 ns, Required @ worst endpoint=3.20 ns, DR WL met2=1110 µm, combinational group share of total power=0.235, vias per cell=4.19, Remaining DRCs=0, drt wl/cell=11.7 µm, Cell Count, Final, Fillers Out=222, HPWL after DPL=2090 µm, CTS H-tree depth=1, metal3 WL=190 µm, M1 wire length=1290 µm, Post-DRT Antenna Nets=0, setup TNS=0 ns, startpoint types=input pin, crit-path max FO=3, Post-CTS Hold Buffers=0, Least-Margin Pin Slew=0.486 ns, Final Setup Violations=0, TritonCTS buffer count=3, Final min period=3.41 ns
[cells in the final DEF, fill, tap and decap left out, types with 4 or more instances in the layout]
cell type	count
a21o_1	5
a21oi_1	9
a22o_1	4
clkdlybuf4s50_1	17
dfrtp_1	7
dfstp_2	11
ha_1	13
inv_1	9
nand2_1	10
nor2_1	10
o22ai_1	8
xnor2_1	6
[worst paths after layout]
check | from | to | slack [ns]
setup / recovery | data_in[7] | parity_bit | 0.59
hold / removal | u_data_flow.sr.shift_reg[7]$_DFFE_PN1P_ | u_data_flow.sr.shift_reg[7]$_DFFE_PN1P_ | 0.50
setup reg to reg | u_control_unit.state[1]$_DFF_PN0_ | u_data_flow.sr.shift_reg[8]$_DFFE_PN1P_ | 2.24
hold reg to reg | u_data_flow.sr.shift_reg[7]$_DFFE_PN1P_ | u_data_flow.sr.shift_reg[7]$_DFFE_PN1P_ | 0.50
max in group asynchronous | rst_n | u_data_flow.sr.shift_reg[6]$_DFFE_PN1P_ | 2.87
min in group asynchronous | rst_n | u_control_unit.state[2]$_DFF_PN0_ | 0.87
[worst max-delay path: stages]
cell and delay [ns]:
clkdlybuf4s50_1 0.50, xnor2_1 0.12, xnor3_2 0.45, xnor2_2 0.23
clkdlybuf4s50_1 0.51
[final cells by class]
type	count	area, µm²
repair buffers	18	178
fillers	661	4810
multi-input cells	95	716
well taps	77	96.3
flip-flops and latches	18	464
inverters	10	37.5
clock buffers	4	45.0
[cell usage after synthesis (all sizes together)]
| library cell | n |
|---|---|
| xnor2 | 8 |
| and2 | 1 |
| or2 | 1 |
| nor2b | 2 |
| fa | 1 |
| a21oi | 9 |
| o31a | 1 |
| nor2 | 11 |
| o21ai | 4 |
| ha | 13 |
| dfrtp | 7 |
| nand3b | 1 |
| or3 | 3 |
| clkbuf | 1 |
| a31oi | 2 |
| o22ai | 8 |
| a21o | 5 |
| dfstp | 11 |
| inv | 10 |
| nand2 | 10 |
| o21a | 1 |
| nor3 | 1 |
| nand4 | 1 |
| xor2 | 3 |
| nand2b | 1 |
| xnor3 | 1 |
| o32ai | 3 |
| a22o | 4 |
| buf | 1 |
[metal layers]
layer / GRT usage / vias up
li1: - / 485
met1: 0.0807 / 423
met2: 0.0791 / 20
met3: 0.0166 / 2
met4: 0.00214 / 0
met5: 0 / -
[kinds of logic after synthesis]
family                   Yosys count  share of synthesized area
flip-flops                        18                      0.379
XOR/XNOR                          12                      0.110
AND/OR/NAND/NOR                   32                      0.127
buffers and inverters             12                     0.0377
AND-OR/OR-AND                     37                      0.198
adder cells (fa/ha/maj)           14                      0.149
[stage by stage]
| step | hold WS (ns) | cell area (µm²) | utilization | setup slack [ns] |
|---|---|---|---|---|
| floorplan | 0.458 | 1230 | - | 1.17 |
| global placement | 0.477 | 1490 | 0.235 | 0.459 |
| detailed placement | 0.493 | 1490 | 0.235 | 0.405 |
| CTS | 0.496 | 1540 | 0.242 | 0.544 |
| global route | 0.533 | 1540 | 0.242 | 0.478 |
| finish | 0.496 | 1540 | 0.242 | 0.589 |
[power groups by stage]
stage / clock [mW] / combinational [mW] / sequential [mW]
6_report: 0.128 / 0.100 / 0.198
5_1_grt: 0.142 / 0.115 / 0.199
4_1_cts: 0.131 / 0.103 / 0.198
No activity file was given, so power comes from the tool's default toggle rates.
