==> flow/design.v <==
module detector_moore (
    input wire clk,           
    input wire rst,           
    input wire x,             
    output wire detected      
);
    localparam [2:0] A = 3'b000;   
    localparam [2:0] B = 3'b001;   
    localparam [2:0] C = 3'b010;   
    localparam [2:0] D = 3'b011;   
    localparam [2:0] E = 3'b100;   
    reg [2:0] current_state;
    wire [2:0] next_state;
    wire Q2, Q1, Q0;
    assign Q2 = current_state[2];
    assign Q1 = current_state[1];
    assign Q0 = current_state[0];
    wire D2, D1, D0;
    assign next_state[2] = D2;
    assign next_state[1] = D1;
    assign next_state[0] = D0;
    always @(posedge clk) begin
        if (rst) begin
            current_state <= A;
        end else begin
            current_state <= next_state;
        end
    end
    assign D2 = (~Q2 & Q1 & Q0 & ~x);   
    assign D1 = (~Q2 & ~Q1 & Q0 & x) |    
                (~Q2 & Q1 & ~Q0 & x) |     
                (~Q2 & Q1 & Q0 & x);       
    assign D0 = (~Q2 & ~Q1 & ~Q0 & x) |   
                (~Q2 & Q1 & ~Q0 & x) |     
                (~Q2 & Q1 & Q0 & x) |      
                (Q2 & ~Q1 & ~Q0 & x);      
    assign detected = Q2 & ~Q1 & ~Q0;
endmodule
==> flow/run.sh <==
#!/bin/bash
# OpenROAD 26Q1-2900-gdf79404cd8, Yosys 0.63+post, stock flow scripts
make -C /OpenROAD-flow-scripts/flow DESIGN_CONFIG=/design/flow/config.mk WORK_HOME=/design/flow/orfs finish
==> flow/config.mk <==
export PLATFORM = sky130hd
export DESIGN_NAME = detector_moore
export DESIGN_NICKNAME = detector_moore
export VERILOG_FILES = /design/flow/design.v
export SDC_FILE = /design/flow/constraint.sdc
export NUM_CORES = 4
export LEC_CHECK = 1
export CORE_AREA = 10 10 70 70
export DIE_AREA = 0 0 80 80
==> flow/constraint.sdc <==
current_design detector_moore

set clk_period 1.0
set clk_io_pct 0.2

create_clock -name clk0 -period $clk_period [get_ports {clk}]

set non_clock_inputs [all_inputs -no_clocks]
set_input_delay [expr $clk_period * $clk_io_pct] -clock clk0 $non_clock_inputs
set_output_delay [expr $clk_period * $clk_io_pct] -clock clk0 [all_outputs]
==> flow_metrics.env <==
# yosys + openroad results
export IMPL_whs_ns=0.538
export IMPL_drc=0
export IMPL_overflow=0
export IMPL_finalHoldViolations=0
export IMPL_yosysWarnings=1
export IMPL_fp_util=0.0352
export IMPL_maxCapViolCount=0
export IMPL_ir_drop_v=0.000208
export IMPL_yosys_most_used_dff="dfxtp_1"
export IMPL_r2r_end="current_state[1]"
export IMPL_drtIter0Drc=0
export IMPL_top_register="current_state"
export IMPL_row_count=21
export IMPL_timing_final_ws_setup_ns=-0.0703
export IMPL_status="finished, violations left"
export IMPL_clock_latency_ns=0.23
export IMPL_violations="setup timing"
export IMPL_ys_top_cells_by_count="dfxtp_1 (3), nor3_1 (2)"
export IMPL_grt_max_degree=4
export IMPL_die_w_um=80
export IMPL_ant_nets=0
export IMPL_ys_cells=11
export IMPL_seq_area_um2=62.6
export IMPL_grt_usage=0.0127
export IMPL_clkTransAtPathRegs_ns=0.04
export IMPL_area_growth_pct=136
export IMPL_reg_largest_list="current_state x3"
export IMPL_setup_viol=1
export IMPL_largest_reg_flops=3
export IMPL_synthArstFlopShare=0
export IMPL_finalClockPeriodUsage=1.07
export IMPL_antenna_found_initial=0
export IMPL_tightest_slew_ns=0.170
export IMPL_core_region_area_um2=3420
export IMPL_drtPass1Iterations=1
export IMPL_crit_fanout=2
export IMPL_dp_worst_setup_slack_ns=-0.250
export IMPL_vias=139
export IMPL_die_area_um2=6400
export IMPL_holdPathStages=2
export IMPL_grt_pass1_vias=158
export IMPL_power_density_nw_per_um2=1350
export IMPL_wl_per_cell_um=5.77
export IMPL_yosys_area_top_type="dfxtp_1"
export IMPL_end_kind="primary output"
export IMPL_leakage_nw=0.106
export IMPL_worst_clock_skew_ns=0.00265
export IMPL_cts_buffers=3
export IMPL_edf_count=0
export IMPL_most_common_cell="dfxtp_1"
export IMPL_period_minus_slack_ns=1.07
export IMPL_whs_endpoint="current_state[1]"
export IMPL_grt_pass1_wl_um=607
export IMPL_tritoncts="built"
export IMPL_syn_inst=11
export IMPL_hold_class="reg2reg"
export IMPL_vias_per_cell=1.99
export IMPL_cts_sinks=3
export IMPL_ios=4
export IMPL_num_fill_cells=405
export IMPL_fmax_mhz=934
export IMPL_syn_area_um2=120
export IMPL_root_buffer="clkbuf_4"
export IMPL_synth_cell_type_count=8
export IMPL_clock_path_buffers=2
export IMPL_io_buffers=3
export IMPL_cts_hold_fix_buffers=0
export IMPL_tool_warnings=27
export IMPL_timing_slew_headroom=0.886
export IMPL_drv_slew=0
export IMPL_synth_avg_cell_area_um2=10.9
export IMPL_num_antenna_cells=0
export IMPL_combGateArea_um2=67.6
export IMPL_ys_seq_elements=3
export IMPL_r2r_slack_ns=0.06
export IMPL_worstRegToRegCells=5
export IMPL_top_cell_area_share=0.500
export IMPL_min_from="current_state[2]"
export IMPL_power_total_uw=385
export IMPL_wl_um=404
export IMPL_drive_gt1_frac=0.667
export IMPL_place_congestion=0.611
export IMPL_timing_rr_start="current_state[1]"
export IMPL_yosys_area_um2=120
export IMPL_critPathMaxStageDelay_ns=0.31
export IMPL_topCellsByArea="dfxtp_1 (50%), nand2b_4 (11%), a211oi_2 (10%)"
export IMPL_ys_seq_share=0.500
export IMPL_h_tree_depth=1
export IMPL_required_ns=0.80
export IMPL_critPathSlowestCell="dfxtp_2"
export IMPL_die_h_um=80
export IMPL_crit_type="reg2out"
export IMPL_path_cells="nor2_2 > and2_1 > buf_2"
export IMPL_start_kind="register"
export IMPL_rsz0062_at_grt="yes"
export IMPL_worstPathArrival_ns=0.87
-- layout make-up --
type,count,share of cell area
Clock buffer,4,0.0925
Timing Repair Buffer,9,0.247
Sequential cell,3,0.220
Multi-Input combinational cell,8,0.238
Tap cell,46,0.203
-- layer usage --
metal | track usage | routed length (µm) | vias to the layer above
met5 | 0 | 0 | -
met2 | 0.0136 | 143 | 8
met1 | 0.0126 | 173 | 63
met3 | 0.0170 | 80 | 2
li1 | - | - | 66
met4 | 0.00704 | 7 | 0
-- how the worst max path moves through the flow --
stage | depth (start not counted) | from | to
6_report | 3 | current_state[0] | detected
4_1_cts | 3 | current_state[1] | detected
5_1_grt | 3 | current_state[0] | detected
-- through the flow --
stage                     cells  TNS [ns]  instance area, µm²  utilization
after floorplan              11         0                 120            -
after global placement       63    -0.307                 230       0.0674
after detailed placement     63    -0.409                 230       0.0674
after CTS                    69   -0.0784                 270       0.0791
after global routing         70    -0.146                 284       0.0832
final                        70   -0.0703                 284       0.0832
-- cell usage in the layout (no fill, tap or decap), drive strengths merged --
cell type      Yosys  final
nand2b             1      1
nand3b             1      1
clkbuf             0      4
nor2               1      1
nor3               2      2
and2               1      1
a211oi             1      1
dfxtp              3      3
clkdlybuf4s50      0      2
nor2b              1      1
buf                0      7
-- critical path, delay by kind of cell, from the launching register on --
kind,cells,cell delay [ns]
buffers and inverters,1,0.09
flip-flops,1,0.31
AND/OR/NAND/NOR,2,0.25
-- timing repair --
item | in CTS | in global routing
setup endpoints to repair | 1 | 1
pin swaps | 2 | 1
cloned | 0 | 0
setup buffers | 2 | 1
gates resized | 5 | 2
-- cell families after synthesis --
group           after synthesis  synth area share
compound gates                1             0.104
simple gates                  7             0.396
flops                         3             0.500
-- power breakdown --
part	total [mW]	switching, mW	internal, mW
registers	0.128	0.00258	0.125
clock network	0.210	0.0606	0.149
logic	0.0469	0.0154	0.0315
No activity file was given, so power comes from the tool's default toggle rates.
