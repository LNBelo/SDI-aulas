==> ./design.v <==
module hex_to_7seg (
    input  [3:0] hex,
    output [6:0] segments   
);
wire A, B, C, D;
assign A = hex[3];
assign B = hex[2];
assign C = hex[1];
assign D = hex[0];
wire a, b, c, d, e, f, g;
assign a = (~A & C) | (~A & B & D) | (A & ~B & ~C) | (A & ~D) | (~B & ~D) | (B & C);
assign b = (~A & ~C & ~D) | (~A & C & D) | (A & ~C & D) | (~B & ~D) | (~B & ~C);
assign c = (~A & B) | (A & ~B) | (~B & D) | (~B & ~C) | (~C  & D);
assign d = (~A & ~B &~D) | (A & ~C) | (B & ~C & D) | (~B & C & D) | (B & C & ~D);
assign e = (A & C) | (A & B) | (~B & ~D) | (C & ~D);
assign f = (~A & B & ~C) | (A & ~B) | (A & C) | (B & ~D) | (~C & ~D);
assign g = (A & ~B) | (~A & B & ~C) | (A & D) | (~B & C) | (C & ~D);
assign segments[0] = g;
assign segments[1] = f;
assign segments[2] = e;
assign segments[3] = d;
assign segments[4] = c;
assign segments[5] = b;
assign segments[6] = a;
endmodule
==> ./run.sh <==
#!/bin/bash
# OpenROAD 26Q1-2900-gdf79404cd8, Yosys 0.63+post, stock flow scripts
make -C /OpenROAD-flow-scripts/flow DESIGN_CONFIG=/design/flow/config.mk WORK_HOME=/design/flow/orfs finish
==> ./config.mk <==
export PLATFORM = sky130hd
export DESIGN_NAME = hex_to_7seg
export DESIGN_NICKNAME = hex_to_7seg
export VERILOG_FILES = /design/flow/design.v
export SDC_FILE = /design/flow/constraint.sdc
export NUM_CORES = 4
export LEC_CHECK = 1
export CORE_AREA = 10 10 70 70
export DIE_AREA = 0 0 80 80
==> ./constraint.sdc <==
current_design hex_to_7seg

set clk_period 1.8
set clk_io_pct 0.2

create_clock -name clk0 -period $clk_period

set non_clock_inputs [all_inputs -no_clocks]
set_input_delay [expr $clk_period * $clk_io_pct] -clock clk0 $non_clock_inputs
set_output_delay [expr $clk_period * $clk_io_pct] -clock clk0 [all_outputs]
==> results.sh <==
# yosys + openroad results
export IMPL_status="completed"
export IMPL_cp_end_kind="primary output"
export IMPL_drt_pass1_iter_count=4
export IMPL_fp_dieW_um=80
export IMPL_setup_ws_ns=0.100
export IMPL_drive_gt1_share_pct=46.7
export IMPL_worstPathMaxFanout=9
export IMPL_viasPerCell=3.31
export IMPL_wire_per_inst_um=9.34
export IMPL_ir_drop_mv=0.0318
export IMPL_gp_congestion=0.699
export IMPL_die_h_um=80
export IMPL_dpl_worst_slack_ns=-0.638
export IMPL_flop_area_um2=0
export IMPL_log_warning_count=36
export IMPL_setup_worst_path_start="hex[2]"
export IMPL_synth_seq_share_pct=0
export IMPL_leakage_nw=0.248
export IMPL_grt_usage_pct=2.98
export IMPL_grt_start_max_net_pins=10
export IMPL_dpl_hpwl_um=706
export IMPL_setup_violations=0
export IMPL_initCoreUtil_pct=9.38
export IMPL_hold_class="in -> out"
export IMPL_synth_avg_cell_area_um2=7.12
export IMPL_max_freq_ghz=0.588
export IMPL_syn2layout_area_growth_pct=75.8
export IMPL_ys_types=20
export IMPL_start_kind="input port"
export IMPL_dieArea_mm2=0.00640
export IMPL_cap_violations=0
export IMPL_synth_area_um2=320
export IMPL_layout_top_cell="buf_4"
export IMPL_worstMarginPinSlew_ns=0.223
export IMPL_final_util_pct=16.5
export IMPL_worstPathRequired_ns=1.44
export IMPL_antenna_found_initial=0
export IMPL_n_antenna_cell=0
export IMPL_num_rows=21
export IMPL_boundaryPins=11
export IMPL_crit_type="in -> out"
export IMPL_ys_area_um2=320
export IMPL_vias=351
export IMPL_finalHoldViolations=0
export IMPL_core_area_mm2=0.00342
export IMPL_ff_count=0
export IMPL_ys_cells=45
export IMPL_layout_top_cells="buf_4, dlygate4sd2_1, nand2_1"
export IMPL_power_density_mw_per_mm2=207
export IMPL_nClkBuffers=0
export IMPL_cp_arrival_ns=1.34
export IMPL_logic_area_um2=272
export IMPL_worstHoldStart="hex[3]"
export IMPL_grt_pass1_wl_um=1610
export IMPL_drc=0
export IMPL_drv_slew=0
export IMPL_routed_wl_um=990
export IMPL_syn_inst=45
export IMPL_dr_first_iter_drc_count=24
export IMPL_drtAntennaViolNets=0
export IMPL_grt_overflow_total=0
export IMPL_grt_pass1_vias=355
export IMPL_rsz0062_at_grt="no"
export IMPL_period_minus_slack_ns=1.70
export IMPL_nFillCells=393
export IMPL_portBuffers=11
export IMPL_postCtsHoldBufs=0
export IMPL_yosysWarningCount=0
export IMPL_relSlewSlack_pct=85.0
export IMPL_finalCritPeriodShare_pct=94.4
==> power by group <==
group          total, W  internal (W)  leakage [nW]  switching, W
Combinational  0.000117     0.0000680         0.248     0.0000487
Sequential            0             0             0             0
Clock                 0             0             0             0
==> kinds of logic (layout without fill, tap and decap cells) <==
| group | count (synthesis) | in the layout | synth area share, % |
|---|---|---|---|
| fa+ha+maj | 4 | 4 | 15.6 |
| buf+inv | 13 | 28 | 29.3 |
| simple gates | 17 | 17 | 27.7 |
| compound gates | 11 | 11 | 27.3 |
==> synthesized netlist by cell type (all sizes together) <==
cell / instances / area [um2]
inv: 3 / 11.3
ha: 4 / 50.1
nand2: 5 / 18.8
o22ai: 1 / 6.26
buf: 10 / 82.6
a21o: 3 / 22.5
nor2: 3 / 11.3
a31oi: 1 / 6.26
o21ai: 3 / 18.8
a32oi: 1 / 8.76
a22oi: 2 / 25.0
or2: 1 / 6.26
nand4: 1 / 6.26
nor3: 1 / 5.00
or2b: 1 / 7.51
nand2b: 4 / 27.5
nor4: 1 / 6.26
==> final timing paths <==
| check | end | slack, ns | depth (start not counted) |
|---|---|---|---|
| setup / recovery | segments[3] | 0.10 | 7 |
| hold / removal | segments[1] | 1.26 | 5 |
==> stage by stage <==
| step | std cells | power [W] | TNS (ns) | hold slack, ns | instance area (um2) |
|---|---|---|---|---|---|
| 2_1_floorplan | 45 | 0.0000639 | 0 | 0.921 | 320 |
| 3_3_place_gp | 104 | 0.000107 | -3.71 | 1.83 | 495 |
| 3_5_place_dp | 104 | 0.000108 | -3.78 | 1.83 | 495 |
| 4_1_cts | 106 | 0.000112 | -0.0706 | 1.29 | 539 |
| 5_1_grt | 106 | 0.000129 | 0 | 1.30 | 563 |
| 6_report | 106 | 0.000117 | 0 | 1.26 | 563 |
==> area by class of cell <==
class,instances,area share (%)
multi-input combinational,32,48.2
timing repair buffer,25,39.6
tap,46,10.2
inverter,3,2.00
==> critical path, stage by stage <==
cell and delay, ns:
buf_4 0.15, inv_2 0.07, ha_1 0.21, nor3_1 0.13, a21o_1 0.11, a22oi_2 0.05, dlygate4sd2_1 0.24
==> what timing repair did <==
| item | 4_1_cts | 5_1_grt |
|---|---|---|
| gates resized | 35 | 6 |
| setup endpoints to repair | 7 | 1 |
| pin swaps | 2 | 1 |
| gates cloned | 1 | 0 |
| buffers inserted | 1 | 0 |
==> routing by layer <==
layer / vias up / GRT usage [%] / wire, um
met5: - / 0 / 0
met4: 0 / 0 / 23
li1: 179 / - / -
met1: 160 / 3.96 / 504
met2: 10 / 5.30 / 415
met3: 2 / 0.341 / 46
No activity file was given, so power comes from the tool's default toggle rates.
